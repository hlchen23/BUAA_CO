--- /design/flow/design.v ---
`timescale 1ns / 1ps
module TC(
    input clk,
    input reset,
    input [31:0] Addr,
    input WE,
    input [31:0] Din,
    output [31:0] Dout,
    output IRQ
    );
	reg [1:0] state;
	reg [31:0] mem [2:0];
	reg _IRQ;
	assign IRQ = mem[0][3] & _IRQ;
	assign Dout = mem[Addr[3:2]];
	wire [31:0] load = Addr[3:2] == 0 ? {28'h0, Din[3:0]} : Din;
	integer i;
	always @(posedge clk) begin
		if(reset) begin
			state <= 0; 
			for(i = 0; i < 3; i = i+1) mem[i] <= 0;
			_IRQ <= 0;
		end
		else if(WE) begin
			mem[Addr[3:2]] <= load;
		end
		else begin
			case(state)
				2'b00 : if(mem[0][0]) begin
					state <= 2'b01;
					_IRQ <= 1'b0;
				end
				2'b01 : begin
					mem[2] <= mem[1];
					state <= 2'b10;
				end
				2'b10  : 
					if(mem[0][0]) begin
						if(mem[2] > 1) mem[2] <= mem[2]-1;
						else begin
							mem[2] <= 0;
							state <= 2'b11;
							_IRQ <= 1'b1;
						end
					end
					else state <= 2'b00;
				default : begin
					if(mem[0][2:1] == 2'b00) mem[0][0] <= 1'b0;
					else _IRQ <= 1'b0;
					state <= 2'b00;
				end
			endcase
		end
	end
endmodule
--- /design/flow/run.sh ---
#!/bin/bash
# OpenROAD 26Q1-2900-gdf79404cd8, Yosys 0.63+post, stock flow scripts
make -C /OpenROAD-flow-scripts/flow DESIGN_CONFIG=/design/flow/config.mk WORK_HOME=/design/flow/orfs finish
--- /design/flow/config.mk ---
export PLATFORM = sky130hd
export DESIGN_NAME = TC
export DESIGN_NICKNAME = TC
export VERILOG_FILES = /design/flow/design.v
export SDC_FILE = /design/flow/constraint.sdc
export NUM_CORES = 4
export LEC_CHECK = 1
export CORE_UTILIZATION = 50
--- /design/flow/constraint.sdc ---
current_design TC

set clk_period 7.3
set clk_io_pct 0.2

create_clock -name clk0 -period $clk_period [get_ports {clk}]

set non_clock_inputs [all_inputs -no_clocks]
set_input_delay [expr $clk_period * $clk_io_pct] -clock clk0 $non_clock_inputs
set_output_delay [expr $clk_period * $clk_io_pct] -clock clk0 [all_outputs]
==> impl_metrics.env <==
# flow metrics
export IMPL_drc_errors=0
export IMPL_crit_slowest_cell="mux4_2"
export IMPL_core_area_mm2=0.0132
export IMPL_critPathRequiredTime_ps=5840
export IMPL_postCtsSetupBuffers=0
export IMPL_grt_ovfl_total=0
export IMPL_ys_types=54
export IMPL_cpPeakStageDelay_ps=630
export IMPL_h_tree_depth=4
export IMPL_fmax_mhz=214
export IMPL_pwr_share_seq_pct=47.4
export IMPL_cp_end_kind="output pin"
export IMPL_setup_viol=0
export IMPL_area_delta_synth_final_pct=23.0
export IMPL_place_gp_congestion=0.879
export IMPL_drive_gt1_share_pct=15.0
export IMPL_vias_per_cell=5.94
export IMPL_synth_top_cell_by_area="edfxtp_1"
export IMPL_avgRoutedWirePerCell_um=21.8
export IMPL_cts_root_buf="clkbuf_16"
export IMPL_antenna_found_initial=0
export IMPL_warnings=57
export IMPL_crit_chain="buf_2 > buf_4 > mux4_2 > clkdlybuf4s50_1"
export IMPL_netlist_area_mm2=0.00680
export IMPL_clk_latency_ps=420
export IMPL_combPwrFrac_pct=11.1
export IMPL_worstMarginPinSlew_ps=818
export IMPL_top_cell_area_share_pct=56.6
export IMPL_intPower_w=0.00149
export IMPL_grt_pass1_vias=5300
export IMPL_grt_pass1_wl_um=28600
export IMPL_cts_resized=0
export IMPL_port_buffers=69
export IMPL_setup_worst_path_class="in -> out"
export IMPL_vdd_drop_max_mv=0.140
export IMPL_flop_cell="edfxtp_1"
export IMPL_maxCapViolCount=0
export IMPL_worst_setup_path_start_kind="primary input"
export IMPL_syn_avg_cell_area_um2=12.3
export IMPL_ioPinCount=100
export IMPL_ys_seq_share_pct=58.0
export IMPL_holdBufCountCts=0
export IMPL_drv_slew=0
export IMPL_edf_count=128
export IMPL_clock_skew_ps=5.07
export IMPL_dpl_cell_area_mm2=0.00781
export IMPL_drt_wl_total_um=18200
export IMPL_final_common_cell="edfxtp_1"
export IMPL_row_count=42
export IMPL_outcome="finished, final reports clean"
export IMPL_min_path_type="reg -> reg"
export IMPL_fp_utilization_pct=51.3
export IMPL_leakagePower_nw=3.11
export IMPL_switching_share_pct=22.5
export IMPL_worstPathArrival_ps=3220
export IMPL_ys_area_mm2=0.00680
export IMPL_clockBufferDepth=2
export IMPL_slew_headroom_pct=44.7
export IMPL_cts_tree="done"
export IMPL_layout_min_cycle_time_ps=4680
export IMPL_die_y_um=119
export IMPL_async_flop_share_pct=0
export IMPL_combGateArea_mm2=0.00281
export IMPL_grt_total_usage_pct=30.0
export IMPL_critPathMaxFanout=37
export IMPL_yosys_warnings=1
export IMPL_n_fill_cell=1052
export IMPL_cts_buffers=17
export IMPL_finalHoldViolCount=0
export IMPL_ys_cells=552
export IMPL_synth_seq_cells=133
export IMPL_drtIter0Drc=339
export IMPL_final_area_mm2=0.00836
export IMPL_drtPass1Iterations=6
export IMPL_flop_area_mm2=0.00394
export IMPL_p_sw_w=0.000432
export IMPL_clk_pin_slew_worst_paths_ps=50
export IMPL_diodes=0
export IMPL_ant_nets=0
export IMPL_p_clk_share_pct=41.5
export IMPL_lay_top_cells="edfxtp_1 (128), nor2_1 (81), clkdlybuf4s50_1 (67), nand2_1 (43), mux4_2 (32)"
export IMPL_synth_cells=552
export IMPL_clock_sinks=133
export IMPL_dpl_hpwl_um=10800
export IMPL_finalClockPeriodUsage_pct=64.1
export IMPL_power_density_mw_per_mm2=230
export IMPL_die_w_um=119
export IMPL_via_count=4967
export IMPL_grt_max_degree=40
export IMPL_die_area_mm2=0.0141
export IMPL_topCellsByArea="edfxtp_1 (57%), mux4_2 (11%), nor2_1 (4.5%), xor2_1 (2.4%), nand2_1 (2.4%)"
export IMPL_tns_ps=0
export IMPL_rsz0062_at_grt="false"
[stage by stage]
stage | utilization [%] | hold WS, ps | setup WS (ps) | total power [W] | cells
after floorplan | - | 423 | 2210 | 0.00103 | 579
after global placement | 59.0 | 437 | 2600 | 0.00113 | 804
after detailed placement | 59.0 | 443 | 2580 | 0.00114 | 804
after CTS | 63.1 | 451 | 2580 | 0.00193 | 836
after global routing | 63.1 | 481 | 2490 | 0.00199 | 836
final | 63.1 | 451 | 2620 | 0.00192 | 836
[synthesized netlist by cell type (all sizes together) (4+ instances only)]
| library cell | n |
|---|---|
| and3 | 12 |
| and2 | 14 |
| nand2 | 43 |
| mux4 | 32 |
| buf | 6 |
| xor2 | 19 |
| clkbuf | 31 |
| nand3 | 30 |
| or2 | 6 |
| a31oi | 4 |
| nor4 | 18 |
| nor2 | 82 |
| xnor2 | 8 |
| a221oi | 9 |
| dfxtp | 5 |
| or3 | 6 |
| edfxtp | 128 |
| nand4 | 4 |
| inv | 8 |
| o21ai | 6 |
| a21oi | 20 |
| nor3 | 24 |
| or4 | 6 |
[final timing paths]
kind	start	to	slack (ps)	cells after the start
max	Addr[2]	Dout[26]	2620	4
min	state[3]	state[3]	450	2
max reg2reg	mem[2][5]	mem[2][28]	4340	6
min reg2reg	state[3]	state[3]	450	2
[logic make-up (layout without fill, tap and decap cells)]
kind of cell	count (synthesis)	count (layout)	synth area share, %
compound gates	58	58	6.02
xor+xnor	27	27	3.48
fa+ha+maj	2	2	0.368
buf+inv	45	126	2.61
flops	133	133	58.0
mux	33	33	10.8
other cells	1	28	0.0552
simple gates	253	253	18.7
[critical path, delay by kind of cell]
kind / cells / cell delay (ps)
multiplexers: 1 / 630
buffers and inverters: 3 / 1120
[sequential cells by signal, indices dropped and copies added, names as in the netlist]
name / flops
state: 4
mem: 128
_IRQ: 1
[final cells by class]
cell class / instances / area share (%)
inverters: 8 / 0.359
clock inverters: 13 / 1.38
multi-input cells: 401 / 33.6
clock buffers: 19 / 5.18
well taps: 176 / 2.63
repair buffers: 86 / 9.67
flip-flops and latches: 133 / 47.2
[routing by layer]
metal	wire, um	GRT usage, %	share of wire, %	vias to the layer above
li1	-	-	-	2263
met1	7230	45.5	40	2414
met2	8560	44.0	47	262
met3	2000	14.3	11	28
met4	431	5.85	2.4	0
met5	0	0	0	-
[power by group through the flow]
| stage | logic (W) | registers (W) | clock network, W |
|---|---|---|---|
| CTS | 0.000214 | 0.000911 | 0.000809 |
| global route | 0.000232 | 0.000916 | 0.000842 |
| finish | 0.000213 | 0.000911 | 0.000797 |
Power and IR drop assume default switching activity.
